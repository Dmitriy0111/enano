$ cat design/flow/design.v
interface bus_if (input pclk);
    logic   [31 : 0]    paddr;
    logic   [31 : 0]    pwdata;
    logic   [31 : 0]    prdata;
    logic               pwrite;
    logic               psel;
    logic               penable;
    logic               presetn;
endinterface
module uart_transmitter
(
    input   wire    [0  : 0]    clk,
    input   wire    [0  : 0]    resetn,
    input   wire    [15 : 0]    comp,
    input   wire    [0  : 0]    tr_en,
    input   wire    [7  : 0]    tx_data,
    input   wire    [0  : 0]    req,
    output  reg     [0  : 0]    req_ack,
    output  reg     [0  : 0]    uart_tx
);
    localparam          IDLE_s     = 3'b000,
                        START_s    = 3'b001,
                        TRANSMIT_s = 3'b010,
                        STOP_s     = 3'b011,
                        WAIT_s     = 3'b100;
    wire    [0  : 0]    idle2start;
    wire    [0  : 0]    start2transmit;
    wire    [0  : 0]    transmit2stop;
    wire    [0  : 0]    stop2wait;
    wire    [0  : 0]    wait2idle;
    reg     [15 : 0]    comp_int;
    reg     [7  : 0]    tx_data_int;
    reg     [2  : 0]    state;
    reg     [2  : 0]    next_state;
    reg     [15 : 0]    count;
    reg     [2  : 0]    bit_c;
    assign idle2start       = ( req     == 1'b1 );
    assign start2transmit   = ( count >= comp_int );
    assign transmit2stop    = ( ( count >= comp_int ) && ( bit_c == 3'b111 ) );
    assign stop2wait        = ( count >= comp_int );
    assign wait2idle        = ( req_ack == 1'b1 );
    always @(posedge clk, negedge resetn)
        if( !resetn )
            state <= IDLE_s;
        else
            state <= tr_en ? next_state : IDLE_s;
    always @(*)
    begin
        next_state = state;
        case( state )
            IDLE_s      : next_state = ( idle2start     == 1'b1 ) ? START_s    : state;
            START_s     : next_state = ( start2transmit == 1'b1 ) ? TRANSMIT_s : state;
            TRANSMIT_s  : next_state = ( transmit2stop  == 1'b1 ) ? STOP_s     : state;
            STOP_s      : next_state = ( stop2wait      == 1'b1 ) ? WAIT_s     : state;
            WAIT_s      : next_state = ( wait2idle      == 1'b1 ) ? IDLE_s     : state;
            default     : next_state = IDLE_s;
        endcase
    end
    always @(posedge clk, negedge resetn)
        if( !resetn )
        begin
            comp_int <= 16'h00;
            tx_data_int <= 8'h0;
            count <= 16'h00;
            bit_c <= 3'b000;
            uart_tx <= 1'b1;
            req_ack <= 1'b0;
        end
        else
        begin
            if( tr_en == 1'b1 )
                case( state )
                    IDLE_s      : 
                        begin
                            req_ack <= 1'b0;
                            if( idle2start )
                            begin
                                comp_int <= comp;
                                tx_data_int <= tx_data;
                            end
                        end
                    START_s     : 
                        begin
                            uart_tx <= 1'b0;
                            count <= count + 16'h01;
                            if( start2transmit )
                                count <= 16'h00;
                        end
                    TRANSMIT_s  : 
                        begin
                            uart_tx <= tx_data_int[bit_c];
                            count <= count + 16'h01;
                            if( count >= comp_int )
                            begin
                                count <= 16'h00;
                                bit_c <= bit_c + 3'b001;
                            end
                            if( transmit2stop == 1'b1)
                            begin
                                count <= 16'h00;
                                bit_c <= 3'b000;
                            end
                        end
                    STOP_s      : 
                        begin
                            uart_tx <= 1'b1;
                            count <= count + 16'h01;
                            if( stop2wait )
                                count <= 16'h00;
                        end
                    WAIT_s      : 
                        req_ack <= 1'b1;
                    default     : ;
                endcase
            else
            begin
                comp_int <= 16'h00;
                tx_data_int <= 8'h0;
                count <= 16'h00;
                bit_c <= 3'b000;
                uart_tx <= 1'b1;
                req_ack <= 1'b0;
            end
        end
endmodule  
$ cat design/flow/run.sh
#!/bin/bash
# OpenROAD 26Q1-2900-gdf79404cd8, Yosys 0.63+post, stock flow scripts
make -C /OpenROAD-flow-scripts/flow DESIGN_CONFIG=/design/flow/config.mk WORK_HOME=/design/flow/orfs finish
$ cat design/flow/config.mk
export PLATFORM = sky130hd
export DESIGN_NAME = uart_transmitter
export DESIGN_NICKNAME = uart_transmitter
export VERILOG_FILES = /design/flow/design.v
export SDC_FILE = /design/flow/constraint.sdc
export NUM_CORES = 4
export LEC_CHECK = 1
export CORE_UTILIZATION = 30
$ cat design/flow/constraint.sdc
current_design uart_transmitter

set clk_period 3.5
set clk_io_pct 0.2

create_clock -name clk0 -period $clk_period [get_ports {clk}]

set non_clock_inputs [all_inputs -no_clocks]
set_input_delay [expr $clk_period * $clk_io_pct] -clock clk0 $non_clock_inputs
set_output_delay [expr $clk_period * $clk_io_pct] -clock clk0 [all_outputs]
==> flow_summary_export.csv <==
group,metric,value,unit
setup_path,cp-start-kind,"flop",
cells_and_area,syn2layout_area_growth,18.4,%
setup_path,crit_chain,"ha_1 -> nand4_1 -> nor3_1 -> nor4b_4 -> or4_1 -> o21ai_0",
routing,drt_first_iter_violations,69,
synthesis,top_area_share,44.5,%
synthesis,top_cell,"dfrtp_1",
place,gp_congestion,0.827,
routing,drc_errors,0,
power,p_sw_share,27.4,%
routing,num_vias,1931,
setup_path,crit_type,"reg -> reg",
routing,drtPass1Iterations,4,
cts,holdBufCountCts,0,
timing,rsz0062_at_grt,"no",
power,p_seq_share,53.6,%
timing,setup_tns,0,ns
timing,post-route-period-util,80.5,%
setup_path,worstPathMaxFanout,16,
floorplanning,core_area,8720,um^2
run,tool_warnings,57,
setup_path,critical_path.top_delay_family,"simple AND/OR/NAND/NOR gates",
synthesis,synth_chip_area,2700,um^2
global_routing,grt_pass1_vias,1922,
synthesis,ys_seq_share,46.4,%
global_routing,grt_start_max_net_pins,43,
floorplanning,die_w,96.9,um
synthesis,yosysWarnings,1,
timing,period_minus_slack,2.82,ns
setup_path,cp_data_required_time,3.61,ns
floorplanning,die_y,96.9,um
outcome,status,"complete, no violations",
run,drv_cap,0,
power,powerDensity,398,nW/um^2
global_routing,antenna_found_initial,0,
routing,postRouteAntennaNets,0,
synthesis,synth_cell_types,43,
power,internal_power,925,uW
routing,wl_per_cell,13.8,um
timing,worst_pin_slew,0.752,ns
synthesis,syn_inst,245,
cts,cts_buffer_depth,2,
cts,cts_resized,0,
power,finalPower,1270,uW
cts,cts_sinks,50,
synthesis,synthArstFlopShare,100,%
cells_and_area,drive_gt1_share,14.4,%
place,portBuffers,29,
global_routing,grt_use_total,12.2,%
routing,vias_per_cell,5.02,
synthesis,syn_area_per_cell,11.0,um^2
synthesis,syn_area,2700,um^2
place,place_hpwl,3780,um
synthesis,ys_cells,245,
cts,cts-root-buf,"clkbuf_8",
timing,timing.final.max_slew_violations,0,
cells_and_area,design_area,3200,um^2
power,pwr-share-clk,21.7,%
timing,fin_skew,0.00137,ns
timing,setup_violations,0,
cts,cts_tree,"built",
cts,htree_num_levels,2,
routing,totalWireLength,5300,um
setup_path,cp.arrival,2.93,ns
synthesis,top_cells_by_area,"dfrtp_1 (44%), ha_1 (8.8%), a22o_1 (7.8%), xor2_1 (3.6%), a21oi_2 (2.9%)",
hold_path,hold_path_class,"in -> async",
place,postPlaceCellArea,3100,um^2
power,p_sw,350,uW
power,p_leak,0.00141,uW
cts,clk_pin_slew_worst_paths,0.07,ns
floorplanning,initial_core_util,31.0,%
synthesis,common_cells,"dfrtp_1 (48), a22o_1 (24), nand2_1 (21)",
cts,post-cts-setup-buffers,0,
setup_path,cp_slowest_cell,"or4_1",
cts,insertion_delay,0.26,ns
global_routing,overflow,0,
setup_path,critPathBufInv,0,
synthesis,edf_count,0,
timing,max_slew_margin,49.9,%
timing,max_freq,355,MHz
synthesis,flop_cell,"dfrtp_1",
global_routing,grt_pass1_wl,9240,um
cts,cts_buffers,5,
routing,n_antenna_cell,0,
timing,finalHoldViolCount,0,
floorplanning,fp.dieArea,9390,um^2
floorplanning,ioPinCount,30,
setup_path,end_kind,"flop",
power,ir_worst_vdd,0.175,mV
cells_and_area,utilization,36.7,%
floorplanning,row_count,34,
power,comb_power_share,24.7,%
synthesis,synth-seq-cells,50,
synthesis,largest_area_cell,"dfrtp_1",
setup_path,cpPeakStageDelay,0.69,ns
kinds of logic (layout without fill, tap and decap cells):
kind of cell    Yosys count  in the layout  share of synthesized area (%)
compound gates           66             66                           19.5
xor+xnor                 14             14                           4.54
fa+ha+maj                19             19                           8.80
buf+inv                  31             63                           5.23
flops                    50             50                           46.4
mux                       5              5                           2.78
simple gates             60             60                           12.7
area by class of cell:
type	count	area, um^2
clock buffers	5	68.8
clock inverters	3	25.0
fillers	849	5520
inverters	20	75.1
multi-input cells	164	1310
flip-flops and latches	50	1250
well taps	108	135
repair buffers	35	330
layer usage:
layer | up-vias | track usage, % | wire length, um
li1 | 958 | - | -
met1 | 931 | 19.9 | 2610
met2 | 40 | 18.5 | 2420
met3 | 2 | 2.13 | 262
met4 | 0 | 0.918 | 15
met5 | - | 0 | 0
through the flow:
stage,instances,hold WS (ns),worst slack (ns)
after floorplan,245,0.404,1.30
after global placement,377,0.480,0.556
after detailed placement,377,0.481,0.531
after CTS,385,0.222,0.630
after global routing,385,0.221,0.446
final,385,0.269,0.682
registers in the layout, indices dropped and copies added, names as in the netlist:
name	flops
comp_int	16
state	5
bit_c	3
uart_tx	1
tx_data_int	8
count	16
req_ack	1
final timing paths:
kind                             endpoint  depth (start not counted)           start  slack (ns)
setup / recovery                 count[0]                          6       count[13]        0.68
hold / removal                comp_int[8]                          1       resetn[0]        0.27
setup reg to reg                 count[0]                          6       count[13]        0.68
hold reg to reg            tx_data_int[7]                          1  tx_data_int[7]        0.50
max in group asynchronous         uart_tx                          2       resetn[0]        2.45
min in group clk0          tx_data_int[7]                          1  tx_data_int[7]        0.50
power by group through the flow:
stage	registers, uW	clock network [uW]	logic (uW)
4_1_cts	683	368	319
5_1_grt	693	385	352
6_report	683	276	315
layout by cell type (no fill, tap or decap), types with 4 or more instances in the layout:
master | netlist | final
a21oi_2 | 9 | 10
a21oi_1 | 10 | 9
xor2_1 | 11 | 11
nor2_1 | 5 | 5
and3_1 | 4 | 4
nor3_1 | 5 | 5
inv_1 | 20 | 20
dfrtp_1 | 48 | 48
o21ai_0 | 6 | 6
buf_4 | 0 | 6
nand4_1 | 6 | 6
clkdlybuf4s50_1 | 0 | 28
a22o_1 | 24 | 24
ha_1 | 19 | 19
nand3_1 | 8 | 8
clkbuf_8 | 0 | 5
nand2_1 | 21 | 21
Power and IR drop assume default switching activity.
