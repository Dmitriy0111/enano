## design/flow/run.sh

```bash
#!/bin/bash
# OpenROAD 26Q1-2900-gdf79404cd8, Yosys 0.63+post, stock flow scripts
make -C /OpenROAD-flow-scripts/flow DESIGN_CONFIG=/design/flow/config.mk WORK_HOME=/design/flow/orfs finish
```

## design/flow/config.mk

```make
export PLATFORM = sky130hd
export DESIGN_NAME = top
export DESIGN_NICKNAME = top
export VERILOG_FILES = /design/flow/design.v
export SDC_FILE = /design/flow/constraint.sdc
export NUM_CORES = 4
export LEC_CHECK = 1
export CORE_UTILIZATION = 50
```

## design/flow/constraint.sdc

```tcl
current_design top

set clk_period 2.8
set clk_io_pct 0.2

create_clock -name clk0 -period $clk_period [get_ports {CLK0}]
create_clock -name clk1 -period $clk_period [get_ports {CLK1}]

set non_clock_inputs [all_inputs -no_clocks]
set_input_delay [expr $clk_period * $clk_io_pct] -clock clk0 $non_clock_inputs
set_output_delay [expr $clk_period * $clk_io_pct] -clock clk0 [all_outputs]
```

## design/flow/design.v

```verilog
interface bus_if (input pclk);
    logic   [31 : 0]    paddr;
    logic   [31 : 0]    pwdata;
    logic   [31 : 0]    prdata;
    logic               pwrite;
    logic               psel;
    logic               penable;
    logic               presetn;
endinterface
module bottom(
  input [30:0]  DATA0,
  input [30:0]  DATA1,
  input         CLK0,
  input         CLK1,
  output reg [30:0] DATAO
);
 wire [30:0] mx_data;
 reg enable_data;
 assign mx_data = DATA0[2] ? DATA0 : DATA1;
 always @(posedge CLK1) DATAO <= mx_data;
 assign mx_data = DATA0[5] ? DATA0 : DATA1;
endmodule
module top(
  input [31:0]  DATA0,
  input [31:0]  DATA1,
  input         CLK0,
  input         CLK1,
  output [31:0] DATAO
);
  reg [31:0] d0,d1;
always @(posedge CLK0) d0<=DATA0;
always @(posedge CLK1) d1<=DATA1;
 bottom bottom1(
   d0,
   d1,
   CLK0,
   CLK1,
   DATAO
 );
endmodule
```

==> results_slide.txt <==
Physical Implementation Snapshot

Synthesis
  – Yosys stat chip area: 2335 µm²
  – Yosys top cell area share: 79.74%
  – Top cells, area: sky130_fd_sc_hd__dfxtp_1 80%, sky130_fd_sc_hd__mux2_4 12%, sky130_fd_sc_hd__mux2_2 4.8%, sky130_fd_sc_hd__buf_12 1.7%, sky130_fd_sc_hd__buf_6 0.48%
  – Number of cells produced by synthesis: 129
  – Total number of yosys warnings: 36
  – Post-synthesis register bit count: 93
  – Cell taking the most area after synthesis: sky130_fd_sc_hd__dfxtp_1
  – Synth unique cells: 9
  – Fraction of the yosys area taken by sequential cells: 79.74%
  – Cell area after synthesis: 2335 µm²
  – Mapped Avg Cell Area: 18.10 µm²
  – Yosys cell count: 129

Routing
  – Post-DR wirelength/cell: 14.60 µm
  – Drc violations: 0
  – Number of vias per cell: 4.374
  – Number of antenna-violating nets in the routed design: 0
  – Inserted Diodes: 0
  – Via count: 1286
  – Initial DRC count: 46
  – 1st-pass router iterations: 4
  – Routed wire length: 4292 µm

Final timing
  – Worst-Margin Slew: 860.2 ps
  – Final-report hold violation count: 0
  – Setup TNS: 0 ps
  – Worst slew margin: 42.65%
  – Number of max-slew violations in the final report: 0
  – Final worst hold slack: 404.2 ps
  – Clock tree skew after final layout: 5.742 ps
  – Setup violation total in the final timing report: 0
  – Setup repair after global routing missed its margin: no
  – Worst Slack Setup Final: 1115 ps

Placement
  – Post-placement setup slack: 1352 ps
  – GP Congestion: 0.7180
  – Number of buffers inserted by port buffering: 93
  – Dpl hpwl: 2612 µm

Floorplan
  – Ports: 98
  – Die height: 70.34 µm
  – Total core area: 4414 µm²
  – Starting utilization of the core area: 52.89%
  – Cell Rows: 24
  – Horizontal die size: 70.34 µm
  – Chip Footprint: 4947 µm²

Setup path
  – Data arrival, critical path: 1120 ps
  – Class of the most critical setup path: flop to output port
  – Delay of the slowest cell on the worst path: 480 ps
  – Maximum fanout encountered on the critical timing path: 1
  – Kind of end point of the critical path: output port
  – Crit path cell chain: clkdlybuf4s50_1
  – Cell family with the largest share of critical-path delay: buffers and inverters
  – Critical Path Slowest Stage Cell: sky130_fd_sc_hd__clkdlybuf4s50_1
  – Buf+Inv Stages, Crit Path: 1
  – WP data required: 2240 ps
  – Startpoint Class: flop

Power
  – Psw: 537.6 µW
  – Pint: 2.442 mW
  – Largest voltage drop on the vdd net: 0.6113 mV
  – Switching part of the total: 18.04%
  – Clock group share of total power: 45.2%
  – LEAKAGE: 1.527 nW
  – Proportion of power drawn by combinational gates: 6.5%
  – Sequential power share: 48.2%
  – Total power per unit cell area: 822.6 nW/µm²

Min path
  – Class of the tightest hold or removal check: flop to flop

GRT
  – Number of global-route vias before repair: 1374
  – Wire length of the first global-routing pass: 6706 µm
  – Global routing usage summed across all routing layers: 19.00%
  – Pin count of the biggest net entering global routing: 29
  – Congestion Overflow GR: 0
  – Initial antenna violation count: 0

Outcome
  – Run status: finished clean

Layout
  – Final-layout fill cell count: 252
  – Growth of design area from synthesis to finish: 55.14%
  – Fraction of final layout cells with drive strength greater than 1: 21.49%
  – Core Util, Final: 82.06%

CTS
  – TritonCTS sink count: 93
  – Post CTS Setup Buffer Count: 0
  – Post-CTS clock slew at the launch and capture registers of the worst setup and hold paths: 70 ps
  – TritonCTS clock tree: yes
  – CTS-repair resized insts: 0
  – Number of hold buffers added after CTS: 0

Flow run
  – Number of warnings in the stage logs: 29
  – Number of max-cap violations: 0
==> area by class of cell <==
| type | instances | area, µm² | share of cell area (%) |
|---|---|---|---|
| sequential | 93 | 1863 | 51.43 |
| timing repair buffer | 93 | 930.9 | 25.70 |
| multi-input combinational | 32 | 414.1 | 11.43 |
| clock buffer | 21 | 259.0 | 7.150 |
| clock inverter | 3 | 90.09 | 2.487 |
| tap | 52 | 65.06 | 1.796 |
==> power by group through the flow <==
| stage | clock network (mW) | registers (mW) | logic (mW) |
|---|---|---|---|
| after CTS | 1.38 | 1.44 | 0.197 |
| after global routing | 1.45 | 1.44 | 0.208 |
| final | 1.35 | 1.44 | 0.194 |
==> path summary, 6_finish.rpt <==
check,startpoint,endpoint,slack [ps],depth (start not counted)
max,bottom1.DATAO[7]$_DFF_P_,DATAO[7],1120,1
min,d0[10]$_DFF_P_,bottom1.DATAO[10]$_DFF_P_,400,1
max reg2reg,d0[5]$_DFF_P_,bottom1.DATAO[1]$_DFF_P_,1420,1
min reg2reg,d0[10]$_DFF_P_,bottom1.DATAO[10]$_DFF_P_,400,1
max in group clk1,d0[5]$_DFF_P_,bottom1.DATAO[1]$_DFF_P_,1420,1
min in group clk0,DATA0[16],d0[16]$_DFF_P_,710,1
==> placed cells by master, fill, tap and decap left out, drive strengths merged <==
master         instances
dfxtp                 93
clkdlybuf4s50         93
mux2                  29
clkbuf                21
or2                    2
bufinv                 3
conb                   1
==> per-layer routing <==
metal	wire length, µm	vias to the layer above	GRT usage, %	share of wire [%]
met5	0	-	0	0
met4	152	0	6.222	3.5
met3	388	16	9.197	9.0
met2	1958	62	26.77	46
met1	1793	579	26.95	42
li1	-	629	-	-
==> Yosys cell counts <==
cell type and count:
sky130_fd_sc_hd__or2_2 1, sky130_fd_sc_hd__mux2_4 19, sky130_fd_sc_hd__mux2_2 10, sky130_fd_sc_hd__buf_4 1
sky130_fd_sc_hd__conb_1 1, sky130_fd_sc_hd__or2_1 1, sky130_fd_sc_hd__buf_12 2, sky130_fd_sc_hd__buf_6 1
sky130_fd_sc_hd__dfxtp_1 93
==> state kept, by name (all words and copies together), names as in the netlist <==
signal,cells
bottom1.DATAO,31
d0,31
d1,31
==> per-stage QoR <==
stage / total power [mW] / std cells / cell area (µm²)
floorplan: 1.506 / 129 / 2335
CTS: 3.012 / 294 / 3622
detailed placement: 1.660 / 270 / 3273
finish: 2.980 / 294 / 3622
global route: 3.101 / 294 / 3622
global placement: 1.652 / 270 / 3273
==> logic make-up after synthesis <==
kind of cell	Yosys count	share of synthesized area [%]
flops	93	79.74
mux	29	17.04
buf+inv	4	2.519
simple gates	2	0.5362
other cells	1	0.1606
Power and IR drop assume default switching activity.
