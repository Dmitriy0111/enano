==> flow/design.v <==
interface bus_if (input pclk);
    logic   [31 : 0]    paddr;
    logic   [31 : 0]    pwdata;
    logic   [31 : 0]    prdata;
    logic               pwrite;
    logic               psel;
    logic               penable;
    logic               presetn;
endinterface
module traffic 
(  
    input               pclk,
    input               presetn,
    input   [31 : 0]    paddr,
    input   [31 : 0]    pwdata,
    input               psel,
    input               pwrite,
    input               penable,
    output  [31 : 0]    prdata
);
    reg     [3  : 0]    ctl_reg;     
    reg     [1  : 0]    stat_reg;    
    reg     [31 : 0]    timer_0;     
    reg     [31 : 0]    timer_1;     
    reg     [31 : 0]    data_in;
    reg     [31 : 0]    rdata_tmp;
    assign prdata = ( psel && penable && ( ~ pwrite ) ) ? rdata_tmp : 'hz;
    always @ (posedge pclk) begin
        if( !presetn ) 
        begin
            data_in <= 0;
            ctl_reg  <= 0; 
            stat_reg <= 0; 
            timer_0  <= 32'hcafe_1234; 
            timer_1  <= 32'hface_5678;
        end
        else if( psel && penable && pwrite )
        begin
            case( paddr )
                'h0     : ctl_reg <= pwdata;
                'h4     : timer_0 <= pwdata;
                'h8     : timer_1 <= pwdata;
                'hc     : stat_reg <= pwdata;
            endcase
        end
    end
    always @(*) 
        if( psel && ( ~ pwrite ) ) 
            case( paddr )
                'h0     : rdata_tmp <= ctl_reg;
                'h4     : rdata_tmp <= timer_0;
                'h8     : rdata_tmp <= timer_1;
                'hc     : rdata_tmp <= stat_reg;
            endcase
endmodule  
==> flow/run.sh <==
#!/bin/bash
# OpenROAD 26Q1-2900-gdf79404cd8, Yosys 0.63+post, stock flow scripts
make -C /OpenROAD-flow-scripts/flow DESIGN_CONFIG=/design/flow/config.mk WORK_HOME=/design/flow/orfs finish
==> flow/config.mk <==
export PLATFORM = sky130hd
export DESIGN_NAME = traffic
export DESIGN_NICKNAME = traffic
export VERILOG_FILES = /design/flow/design.v
export SDC_FILE = /design/flow/constraint.sdc
export NUM_CORES = 4
export LEC_CHECK = 1
export CORE_UTILIZATION = 50
==> flow/constraint.sdc <==
current_design traffic

set clk_period 10.9
set clk_io_pct 0.2

create_clock -name clk0 -period $clk_period [get_ports {pclk}]

set non_clock_inputs [all_inputs -no_clocks]
set_input_delay [expr $clk_period * $clk_io_pct] -clock clk0 $non_clock_inputs
set_output_delay [expr $clk_period * $clk_io_pct] -clock clk0 [all_outputs]
==> flow_metrics.env <==
# implementation run metrics
export IMPL_outcome="finished clean"
export IMPL_hold_start="timer_1[2]"
export IMPL_antenna_found_initial=0
export IMPL_synth_warnings=2
export IMPL_via_per_inst=5.10
export IMPL_rows=32
export IMPL_routed_wl_um=8370
export IMPL_powerDensity_nw_per_um2=110
export IMPL_cp_required_ps=11160
export IMPL_total_power_uw=576
export IMPL_reg2reg_slack_ps=10250
export IMPL_maxSlewViolCount=0
export IMPL_clkTransAtPathRegs_ps=70
export IMPL_ios=101
export IMPL_startpoint="paddr[3]"
export IMPL_rsz0062_at_grt="false"
export IMPL_fmax_ghz=0.220
export IMPL_htree_levels=3
export IMPL_vdd_drop_max_mv=0.125
export IMPL_topCellsByArea="dfxtp_1 (35%), mux2i_1 (18%), dlxtn_1 (12%), nor2b_1 (9.3%), a22oi_1 (6.1%)"
export IMPL_critical_path_peak_fanout=31
export IMPL_grt_pass1_wl_um=14400
export IMPL_area_growth_pct=32.7
export IMPL_synth_cells=406
export IMPL_most_common_layout_cells="clkdlybuf4s50_1 (99), mux2i_1 (70), dfxtp_1 (70)"
export IMPL_unclocked_regs=32
export IMPL_drc_errors=0
export IMPL_stdcell_area_um2=5250
export IMPL_drtIter0Drc=120
export IMPL_cts_root_buf="clkbuf_8"
export IMPL_drt_pass1_iterations=6
export IMPL_gp_congestion=0.798
export IMPL_hold_viol_final=0
export IMPL_reg_largest_list="rdata_tmp: 32 flops, timer_0: 32 flops, timer_1: 32 flops"
export IMPL_grt_max_degree=86
export IMPL_die_y_um=91.0
export IMPL_avgRoutedWirePerCell_um=13.9
export IMPL_fillers=611
export IMPL_seq_area_um2=1880
export IMPL_hpwl_um=5340
export IMPL_cts_resized=0
export IMPL_critical_path_class="in -> reg"
export IMPL_hold_buffers=0
export IMPL_maxCapViolations=0
export IMPL_lay_top_count="clkdlybuf4s50_1"
export IMPL_drive_gt1_share_pct=8.20
export IMPL_p_leak_nw=1.80
export IMPL_clock_latency_ps=330
export IMPL_grt_use_total_pct=21.9
export IMPL_dpl_cell_area_um2=4990
export IMPL_hp_class="reg -> reg"
export IMPL_synth_area_um2=3960
export IMPL_start_kind="primary input"
export IMPL_skew_ps=0
export IMPL_grt_pass1_vias=3090
export IMPL_largest_area_cell="dfxtp_1"
export IMPL_final_setup_tns_ps=0
export IMPL_arrival_ps=4790
export IMPL_finalSetupViolCount=0
export IMPL_netlist_area_leader_share_pct=35.4
export IMPL_utilization_pct=68.3
export IMPL_fin_crit_sh_pct=41.6
export IMPL_unconstrained_endpoints=64
export IMPL_die_w_um=91.0
export IMPL_syn_area_per_cell_um2=9.74
export IMPL_ys_cells=406
export IMPL_ys_flops=102
export IMPL_r2r_start="timer_1[31]"
export IMPL_cts_setup_buffers=0
export IMPL_finalCriticalPeriod_ps=4540
export IMPL_ys_chip_area_um2=3960
export IMPL_cts_tree="done"
export IMPL_io_buffers=100
export IMPL_ant_nets=0
export IMPL_slew_headroom_pct=53.0
export IMPL_warnings=26
export IMPL_fp_util_pct=51.5
export IMPL_ctsLongestPathBuffers=2
export IMPL_numCtsBuffers=9
export IMPL_die_area_um2=8270
export IMPL_ys_types=23
export IMPL_core_area_um2=7690
export IMPL_worstMarginPinSlew_ps=705
export IMPL_logic_area_um2=1910
export IMPL_gr_total_overflow=0
export IMPL_endpoint_kind="flop"
export IMPL_num_antenna_cells=0
export IMPL_dr_total_vias=3071
-- routing by layer --
layer | vias to the layer above | global-route usage [%] | wire [um]
met3 | 7 | 4.34 | 435
li1 | 1555 | - | -
met5 | - | 0 | 0
met2 | 81 | 35.7 | 3720
met4 | 0 | 1.98 | 73
met1 | 1428 | 32.6 | 4140
-- critical path: stages --
cell and delay (ps):
clkdlybuf4s50_1 590, nor2b_2 180, buf_4 350, inv_1 130, nor4_4 560, buf_4 530
mux2i_1 250
-- Yosys cell counts (all sizes together) --
cell,n
dfxtp,70
mux2i,70
nor2b,59
nand2,55
a22oi,32
dlxtn,32
nor2,29
clkbuf,22
nor4,11
buf,7
inv,6
o22ai,4
mux2,2
nand4,2
or2,2
nand3,1
nor3b,1
or3b,1
-- power breakdown --
part           internal, mW    switching, mW  leakage, nW
logic                0.0308           0.0216        0.859
clock network         0.175           0.0929        0.130
registers             0.256  0.0000000000252        0.806
total                 0.462            0.115         1.80
-- kinds of logic (layout without fill, tap and decap cells) --
family | count (synthesis) | after routing | share of synthesized area [%]
compound gates | 36 | 36 | 6.70
buf+inv | 35 | 129 | 4.46
flops | 70 | 70 | 35.4
latches | 32 | 32 | 12.1
mux | 72 | 72 | 18.3
simple gates | 161 | 161 | 23.0
-- final timing paths --
| path | end | depth (start not counted) |
|---|---|---|
| min | timer_1[2] | 2 |
| min reg2reg | timer_1[2] | 2 |
| max | timer_1[3] | 7 |
| max reg2reg | timer_1[31] | 2 |
-- layout make-up --
class | count | area share [%]
tap | 102 | 2.43
inverter | 6 | 0.429
sequential | 102 | 35.8
timing repair buffer | 107 | 20.0
clock inverter | 6 | 2.55
clock buffer | 10 | 2.43
multi-input combinational | 269 | 36.3
-- per-stage QoR --
step	hold WS, ps	setup slack [ps]	instances
5_1_grt	473	6250	602
2_1_floorplan	431	7220	406
3_5_place_dp	449	6020	586
3_3_place_gp	440	6080	586
6_report	456	6360	602
4_1_cts	458	6360	602
Power figures rest on the tool's default switching activity, not on a simulated workload.
